--- design/flow/config.mk ---
export PLATFORM = sky130hd
export DESIGN_NAME = seg7x16
export DESIGN_NICKNAME = seg7x16
export VERILOG_FILES = /design/flow/design.v
export SDC_FILE = /design/flow/constraint.sdc
export NUM_CORES = 4
export LEC_CHECK = 1
export CORE_UTILIZATION = 30
--- design/flow/constraint.sdc ---
current_design seg7x16

set clk_period 3.5
set clk_io_pct 0.2

create_clock -name clk0 -period $clk_period [get_ports {clk}]

set non_clock_inputs [all_inputs -no_clocks]
set_input_delay [expr $clk_period * $clk_io_pct] -clock clk0 $non_clock_inputs
set_output_delay [expr $clk_period * $clk_io_pct] -clock clk0 [all_outputs]
--- design/flow/design.v ---
module seg7x16 (
  input						clk, rstn,
  input		[31:0]	i_data,
  output	[7:0]		o_seg, o_sel
);
reg		[14:0]		clk_div;
wire						seg7_clk = clk_div[14];
always @(posedge clk, negedge rstn) begin
  if (!rstn) clk_div <= 0;
  else clk_div <= clk_div + 1'b1;
end
reg		[2:0]			seg7_addr;
always @(posedge seg7_clk, negedge rstn) begin
  if (!rstn) seg7_addr <= 0;
  else seg7_addr <= seg7_addr + 1'b1;
end
reg		[7:0]			o_sel_r;
always @(*) begin
  case (seg7_addr)
    7: o_sel_r = 8'b01111111;
    6: o_sel_r = 8'b10111111;
    5: o_sel_r = 8'b11011111;
    4: o_sel_r = 8'b11101111;
    3: o_sel_r = 8'b11110111;
    2: o_sel_r = 8'b11111011;
    1: o_sel_r = 8'b11111101;
    0: o_sel_r = 8'b11111110;
  endcase
end
reg		[31:0]		i_data_store;
always @(posedge clk, negedge rstn) begin
  if (!rstn) i_data_store <= 0;
  else i_data_store <= i_data;
end
reg		[7:0]		seg_data_r;
always @(*) begin
  case (seg7_addr)
    0: seg_data_r = i_data_store[3:0];
    1: seg_data_r = i_data_store[7:4];
    2: seg_data_r = i_data_store[11:8];
    3: seg_data_r = i_data_store[15:12];
    4: seg_data_r = i_data_store[19:16];
    5: seg_data_r = i_data_store[23:20];
    6: seg_data_r = i_data_store[27:24];
    7: seg_data_r = i_data_store[31:28];
  endcase
end
reg		[7:0]		o_seg_r;
always @(posedge clk, negedge rstn) begin
  if (!rstn) o_seg_r <= 8'hff;
  else begin
    case (seg_data_r)
      4'h0: o_seg_r <= 8'hC0;
      4'h1: o_seg_r <= 8'hF9;
      4'h2: o_seg_r <= 8'hA4;
      4'h3: o_seg_r <= 8'hB0;
      4'h4: o_seg_r <= 8'h99;
      4'h5: o_seg_r <= 8'h92;
      4'h6: o_seg_r <= 8'h82;
      4'h7: o_seg_r <= 8'hF8;
      4'h8: o_seg_r <= 8'h80;
      4'h9: o_seg_r <= 8'h90;
      4'hA: o_seg_r <= 8'h88;
      4'hB: o_seg_r <= 8'h83;
      4'hC: o_seg_r <= 8'hC6;
      4'hD: o_seg_r <= 8'hA1;
      4'hE: o_seg_r <= 8'h86;
      4'hF: o_seg_r <= 8'h8E;
      default: o_seg_r <= 8'hFF;
    endcase
  end
end
assign o_sel = o_sel_r;
assign o_seg = o_seg_r;
endmodule
--- design/flow/run.sh ---
#!/bin/bash
# OpenROAD 26Q1-2900-gdf79404cd8, Yosys 0.63+post, stock flow scripts
make -C /OpenROAD-flow-scripts/flow DESIGN_CONFIG=/design/flow/config.mk WORK_HOME=/design/flow/orfs finish
==> impl_metrics.env <==
# physical design summary
export IMPL_status="completed"
export IMPL_worstMarginPinSlew_ns=0.5816
export IMPL_maxCapViolations=0
export IMPL_cpLargestDelayFamily="flip-flops"
export IMPL_r2r_worst_path_cells=8
export IMPL_layout_top_cells="dfrtp_1 (50), clkdlybuf4s50_1 (47), inv_1 (15)"
export IMPL_grt_first_pass_wirelength_mm=7.300
export IMPL_critPathMaxFanout=1
export IMPL_boundaryPins=50
export IMPL_cts_max_level=2
export IMPL_criticalPathCategory="flip-flop to primary output"
export IMPL_fp_dieW_um=90.29
export IMPL_lay_top_count="dfrtp_1"
export IMPL_finalSetupViolations=0
export IMPL_fillCellCount=675
export IMPL_hp_class="input port to asynchronous set/reset pin"
export IMPL_clockBufferDepth=2
export IMPL_fin_area_um2=3017
export IMPL_overflow=0
export IMPL_postCtsSetupBuffers=0
export IMPL_reg2reg_slack_ns=1.53
export IMPL_num_vias=1435
export IMPL_regArea_um2=1435
export IMPL_core_um2=7408
export IMPL_drc=0
export IMPL_antenna_found_initial=0
export IMPL_postCtsResizedCells=0
export IMPL_arrival_ns=1.27
export IMPL_unclocked_regs=3
export IMPL_root_buffer="clkbuf_8"
export IMPL_r2r_start="i_data_store[25]$_DFF_PN0_"
export IMPL_area_growth_pct=29.00
export IMPL_die_area_um2=8152
export IMPL_ys_types=40
export IMPL_numPortBuffers=48
export IMPL_dpl_cell_area_um2=2907
export IMPL_power_density_nw_per_um2=384.9
export IMPL_yosysWarnings=1
export IMPL_drive_above_1_share_pct=10.92
export IMPL_leakagePower_nw=1.317
export IMPL_crit_path_max_incr_delay_ns=0.54
export IMPL_finalCritPeriodShare_pct=56.43
export IMPL_drtIter0Drc=46
export IMPL_gp_congestion=0.8337
export IMPL_dpl_hpwl_mm=3.195
export IMPL_syn_instance_count=177
export IMPL_numCtsBuffers=5
export IMPL_crit_slowest_cell="dfstp_2"
export IMPL_netlist_area_um2=2338
export IMPL_fp_utilization_pct=31.57
export IMPL_yosys_cells=177
export IMPL_drt_wirelength_per_cell_um=12.99
export IMPL_worstPathRequired_ns=2.80
export IMPL_yosys_area_um2=2338
export IMPL_first_pass_iters=4
export IMPL_utilization_pct=40.72
export IMPL_peakVddDrop_uv=210.3
export IMPL_antennaDiodeCount=0
export IMPL_fin_crit_ns=1.975
export IMPL_clk_pin_slew_ns=0.09
export IMPL_synth_area_per_cell_um2=13.21
export IMPL_warnings=34
export IMPL_untimed_endpoints=11
export IMPL_die_height_um=90.29
export IMPL_relSlewSlack_pct=60.71
export IMPL_end_kind="primary output"
export IMPL_clock_skew_ns=0.008762
export IMPL_hold_viol_final=0
export IMPL_clock_latency_ns=0.30
export IMPL_crit_buf_inv=1
export IMPL_r2r_end="o_seg_r[1]$_DFF_PN1_"
export IMPL_fmaxAchievable_ghz=0.5063
export IMPL_tns_ns=0
export IMPL_grt_setup_unrepaired="false"
export IMPL_startpoint_type="flip-flop"
export IMPL_totalWireLength_mm=4.260
export IMPL_grt_max_degree=43
export IMPL_cts_tree="yes"
export IMPL_crit_chain="clkdlybuf4s50_1"
export IMPL_drtAntennaViolNets=0
export IMPL_vias_per_cell=4.375
export IMPL_logic_area_um2=808.3
export IMPL_grt_pass1_vias=1490
export IMPL_cts_hold_buf=0
export IMPL_numSynthFlops=57
export IMPL_track_usage_pct=11.58
export IMPL_rows=31
export IMPL_slew_viol_final=0
export IMPL_ys_seq_share_pct=61.37
==> flip-flops by register name (all words and copies together), names as in the netlist <==
register,flops
clk_div,15
o_seg_r,7
i_data_store,32
seg7_addr,3
==> layout make-up <==
class	count	share of cell area [%]
Timing Repair Buffer	49	16.01
Clock buffer	6	2.406
Multi-Input combinational cell	100	26.79
Inverter	15	1.866
Clock inverter	2	1.244
Sequential cell	57	47.57
Tap cell	99	4.106
==> logic make-up after synthesis <==
family	Yosys count	synth area share (%)
buf+inv	20	4.066
other cells	1	0.1604
xor+xnor	14	5.243
mux	10	4.441
fa+ha+maj	13	6.956
flops	57	61.37
compound gates	25	9.149
simple gates	37	8.614
==> through the flow <==
step                std cells  total power, mW  hold slack, ns  worst slack (ns)
floorplan                 177           0.7011          0.4044             1.791
global placement          320           0.7703          0.4581             1.589
detailed placement        320           0.7707          0.4557             1.578
CTS                       328            1.178          0.2955             1.510
global route              328            1.214          0.2953             1.392
finish                    328            1.161          0.2947             1.525
==> per-layer routing <==
metal | part of all wire, % | vias to the layer above | track usage (%)
li1 | - | 708 | -
met1 | 48 | 691 | 18.09
met2 | 47 | 34 | 18.19
met3 | 3.8 | 2 | 2.051
met4 | 0.45 | 0 | 1.075
met5 | 0 | - | 0
==> worst max path at each step <==
| stage | cells past startpoint | slack (ns) | from | end |
|---|---|---|---|---|
| 6_report | 1 | 1.53 | o_seg_r[4]$_DFF_PN1_ | o_seg[4] |
| 4_1_cts | 1 | 1.51 | o_seg_r[4]$_DFF_PN1_ | o_seg[4] |
| 5_1_grt | 8 | 1.39 | i_data_store[9]$_DFF_PN0_ | o_seg_r[1]$_DFF_PN1_ |
==> cells in the mapped netlist, drive strengths merged <==
library cell / number / area (um^2)
xnor2: 10 / 87.58
inv: 15 / 56.30
a221oi: 1 / 8.760
dfstp: 7 / 183.9
o22ai: 3 / 18.77
clkbuf: 1 / 3.750
nand2: 11 / 41.29
mux2: 3 / 33.78
or4: 1 / 11.26
nand2b: 2 / 20.02
nor2b: 1 / 6.260
dfrtp: 50 / 1251
o221ai: 1 / 8.760
conb: 1 / 3.750
mux2i: 7 / 70.07
ha: 13 / 162.7
a41oi: 1 / 8.760
nand3: 7 / 35.03
o21ai: 3 / 15.01
a31o: 1 / 8.760
nor2: 3 / 11.26
buf: 4 / 35.03
nor3: 3 / 20.02
a22o: 6 / 52.55
a222oi: 1 / 10.01
nand4: 2 / 12.51
and3: 4 / 25.02
and2: 2 / 12.51
or2: 1 / 6.260
a32o: 1 / 10.01
a221o: 2 / 20.02
xor2: 4 / 35.03
a31oi: 5 / 52.55
==> power by group <==
group	internal [mW]	total (mW)	switching [mW]
sequential	0.654	0.661	0.00691
clock	0.213	0.405	0.191
combinational	0.0593	0.0958	0.0365
total	0.927	1.16	0.235
Power is estimated from default activity; no workload was simulated.
