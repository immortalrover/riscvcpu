[flow/config.mk]
export PLATFORM = sky130hd
export DESIGN_NAME = flow
export DESIGN_NICKNAME = flow
export VERILOG_FILES = /design/flow/design.v
export SDC_FILE = /design/flow/constraint.sdc
export NUM_CORES = 4
export LEC_CHECK = 1
export CORE_AREA = 10 10 70 70
export DIE_AREA = 0 0 80 80
[flow/constraint.sdc]
current_design flow

set clk_period 1.0
set clk_io_pct 0.2

create_clock -name clk0 -period $clk_period [get_ports {clk}]

set non_clock_inputs [all_inputs -no_clocks]
set_input_delay [expr $clk_period * $clk_io_pct] -clock clk0 $non_clock_inputs
set_output_delay [expr $clk_period * $clk_io_pct] -clock clk0 [all_outputs]
[flow/design.v]
module flow #(parameter NUM = 0, parameter WIDTH = 8) (
	input												clk, rstn, en,
	input		[WIDTH-1:0]					x, init_x,
	output	[(NUM+1)*WIDTH-1:0]	y
);
reg [(NUM+1)*WIDTH-1:0]	data;
always @(posedge clk, negedge rstn) begin
	if (!rstn)	begin
		data <= 0;
	end
	else if (clk) begin
		if (en) data[WIDTH-1:0] <= x;
		else data[WIDTH-1:0] <= init_x;
		if (NUM != 0) data[(NUM+1)*WIDTH-1:WIDTH] <= data[NUM*WIDTH-1:0];
	end
end
assign y = data;
endmodule
[flow/run.sh]
#!/bin/bash
# OpenROAD 26Q1-2900-gdf79404cd8, Yosys 0.63+post, stock flow scripts
make -C /OpenROAD-flow-scripts/flow DESIGN_CONFIG=/design/flow/config.mk WORK_HOME=/design/flow/orfs finish
==> flow_summary.yaml <==
# physical design summary
status:
  status: "complete, no violations"
final_timing:
  fmax_mhz: 1030
  finalSetupViolCount: 0
  grt_setup_unrepaired: "false"
  fin_tns_setup_ns: 0
  period_needed_ns: 0.969
  min_period_over_period_pct: 96.9
  drv_slew: 0
  tightestPinTransition_ns: 0.344
  hold_slack_ns: 0.226
  max_slew_margin_pct: 77.0
  finalHoldViolCount: 0
global_route:
  grt-ovfl-total: 0
  antenna_found_initial: 0
  grt_pass1_vias: 319
  grt_max_degree: 9
  globalRouteTotalUtil_pct: 2.84
  grt_first_pass_wirelength_mm: 1.44
route:
  drt_pass1_iterations: 2
  vias_per_cell: 2.74
  wl_mm: 1.00
  antenna_left: 0
  num_vias: 255
  wl_per_cell_um: 10.8
  n_antenna_cell: 0
  drc_errors: 0
  drtIter0Drc: 3
worst_setup_path:
  cp_cell_sequence: "clkdlybuf4s15_1"
  cp_data_required_time_ns: 0.80
  crit_type: "register to output pin"
  worst_path_largest_cell_delay_ns: 0.36
  end_kind: "output pin"
  setup.worst_path.start_class: "register"
  cp_data_arrival_time_ns: 0.77
  crit_buf_inv: 1
  crit_family: "flip-flops"
  critPathSlowestCell: "dfrtp_1"
  cp_max_fo: 1
die:
  core_um2: 3420
  die_w_um: 80
  die_h_um: 80
  initial_core_util_pct: 9.71
  rows: 21
  chip_area_um2: 6400
  io_pins: 27
power:
  ir_drop_uv: 243
  p_total_uw: 740
  power_density_nw_per_um2: 1150
  p_leak_uw: 0.000288
cts:
  hold_buffers: 0
  cts_tree: "built"
  cts_setup_buffers: 0
  path_clk_slew_ns: 0.05
  root_buffer: "clkbuf_4"
  cts_sinks: 8
  h-tree-depth: 1
  cts-buffers-inserted: 3
  clk_path_buf_depth: 2
cells_and_area:
  drive_gt1_share_pct: 42.6
  area_growth_pct: 94.0
  largest_reg_flops: 8
  reg_top3: "data x8"
  design_area_um2: 643
  fillers: 384
  top_register: "data"
synthesis:
  top_cell_area_share_pct: 60.4
  syn_area_um2: 332
  yosys_area_um2: 332
  syn_inst: 17
  ys_ff: 8
  syn_avg_cell_area_um2: 19.5
  yosys-top-cells-area: "dfrtp_1, mux2_4, buf_6"
  yosys.stat.seqShare_pct: 60.4
  yosysCellCount: 17
  yosysTopAreaCell: "dfrtp_1"
  yosys_warnings: 1
  ys_types: 3
job:
  warnings: 25
  drv_cap: 0
placement:
  post_dp_cell_area_um2: 653
  portBuffers: 26
  gp_congestion: 0.755
worst_hold_path:
  hold_class: "input pin to asynchronous set/reset pin"
## kinds of logic (layout without fill, tap and decap cells)
kind of cell  after synthesis  count (layout)  synth area share [%]
buf+inv                     1              31                  3.40
mux                         8               8                  36.2
flops                       8               8                  60.4
## Yosys cell counts
| cell | n |
|---|---|
| dfrtp_1 | 8 |
| buf_6 | 1 |
| mux2_4 | 8 |
## worst max-delay path by stage
stage       start  endpoint  slack [ns]  depth (start not counted)
4_1_cts   data[1]      y[1]    0.000002                          1
6_report  data[5]      y[5]        0.03                          1
5_1_grt   data[5]      y[5]       0.003                          1
## per-layer routing
layer / track usage (%) / vias to the layer above / share of wire (%)
li1: - / 120 / -
met1: 2.63 / 121 / 34
met2: 5.30 / 12 / 55
met3: 0.795 / 2 / 6.8
met4: 1.76 / 0 / 4.1
met5: 0 / - / 0
## timing repair
action | in CTS | in global routing
endpoints found under the hold margin | 0 | 0
setup endpoints to repair | 16 | 4
resized | 21 | 4
## cells in the final DEF (no fill, tap or decap)
cell type	n
dlygate4sd2_1	1
clkdlybuf4s15_1	1
mux2_4	8
clkbuf_2	4
buf_4	1
clkbuf_4	3
clkdlybuf4s50_1	17
buf_6	1
dfrtp_1	8
buf_2	3
## stage by stage
stage | util, % | cells | setup WS, ns
after CTS | 19.4 | 93 | 0.00000194
after global placement | 19.1 | 90 | -0.264
after floorplan | - | 17 | 0.258
after detailed placement | 19.1 | 90 | -0.289
after global routing | 18.8 | 93 | 0.00289
final | 18.8 | 93 | 0.0311
## area by class of cell
| class | count | area, um2 | area share (%) |
|---|---|---|---|
| timing repair buffer | 28 | 243 | 37.7 |
| tap | 46 | 57.6 | 8.95 |
| sequential | 8 | 200 | 31.1 |
| clock buffer | 3 | 22.5 | 3.50 |
| multi-input combinational | 8 | 120 | 18.7 |
## report_power, final
| group | switching, uW | internal (uW) |
|---|---|---|
| clock network | 91.5 | 136 |
| logic | 36.4 | 120 |
| registers | 6.83 | 349 |
Power and IR drop assume default switching activity.
