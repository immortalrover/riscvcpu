File: ./config.mk
export PLATFORM = sky130hd
export DESIGN_NAME = Forward
export DESIGN_NICKNAME = Forward
export VERILOG_FILES = /design/flow/design.v
export SDC_FILE = /design/flow/constraint.sdc
export NUM_CORES = 4
export LEC_CHECK = 1
export CORE_AREA = 10 10 71 71
export DIE_AREA = 0 0 81 81
File: ./design.v
module Forward (
	input														clk, reset, flush,
	input				[5-1:0]	regReadNum0, regReadNum1, regWriteNum,  
	output	reg [1:0]								forwardA, forwardB
);
reg											flushing[1:0];
reg [5-1:0]	regsWriteNum[2:0];
always @(*)
begin
	flushing[1] = flush;
	regsWriteNum[0] = regWriteNum;
	if (~flushing[0])
	begin
		if (regReadNum0 != 0)
		begin
			if (regReadNum0 == regsWriteNum[2]) forwardA = 2'b01;
			else if (regReadNum0 == regsWriteNum[1]) forwardA = 2'b10;
			else forwardA = 2'b00;
		end else forwardA = 2'b00;
		if (regReadNum1 != 0)
		begin
			if (regReadNum1 == regsWriteNum[2]) forwardB = 2'b01;
			else if (regReadNum1 == regsWriteNum[1]) forwardB = 2'b10;
			else forwardB = 2'b00;
		end else forwardB = 2'b00;
	end
	else 
	begin
		forwardA = 2'b00;
		forwardB = 2'b00;
	end
end
always @(posedge clk)
begin
	flushing[0] <=  flushing[1];
	regsWriteNum[1] <=  regsWriteNum[0];
	regsWriteNum[2] <=  regsWriteNum[1];
end
endmodule
File: ./constraint.sdc
current_design Forward

set clk_period 2.4
set clk_io_pct 0.2

create_clock -name clk0 -period $clk_period [get_ports {clk}]

set non_clock_inputs [all_inputs -no_clocks]
set_input_delay [expr $clk_period * $clk_io_pct] -clock clk0 $non_clock_inputs
set_output_delay [expr $clk_period * $clk_io_pct] -clock clk0 [all_outputs]
File: ./run.sh
#!/bin/bash
# OpenROAD 26Q1-2900-gdf79404cd8, Yosys 0.63+post, stock flow scripts
make -C /OpenROAD-flow-scripts/flow DESIGN_CONFIG=/design/flow/config.mk WORK_HOME=/design/flow/orfs finish
==> impl_report.txt <==
RUN METRICS
----------------------------------------------------
[Floorplanning]
  Core box area ........................ roughly 0.0036 sq mm
  Die Ht ........................ slightly above 80 um
  Number of top-level design ports ........................ 22
  # rows ........................ 22
  Die ar. ........................ 0.00656 sq mm
  Die W ........................ approximately 81 um
  Pre-placement core utilization ........................ 13.4%

[Global route]
  Maximum number of pins on one net before global-route repair ........................ 7
  Global-route wire length before repair ........................ roughly 2200 um
  Via count of the first global-routing pass ........................ between 400 and 500
  Initial antenna violation count ........................ 0
  Gr usage total ........................ 4.14%
  Overflow left after global routing ........................ 0

[Clock network]
  Clock latency at the later pin of the worst-skew pair ........................ 0.23 ns
  Post-CTS setup buffer count ........................ 0
  Clock input transition at the sequential cells of the worst setup and hold paths ........................ 0.05 ns
  Number of hold buffers added after cts ........................ 0
  Number of CTS-inserted buffers ........................ 3
  CTS root buf ........................ sky130_fd_sc_hd__clkbuf_8
  # clock sinks ........................ 11
  Clock tree from TritonCTS ........................ built
  Clock H-tree levels ........................ 1
  Deepest clock path buffer count ........................ 2

[Power]
  Combinational share of power ........................ roughly 16%
  Clock share of power ........................ roughly two fifths
  Worst ir drop on vdd ........................ approximately 0.32 mV
  Net switching power of the design ........................ 0.0000980 W
  Power density over cell area ........................ roughly 530 mW/mm^2
  Reported leakage power ........................ around 0.37 nW
  Design internal power ........................ 0.000356 W
  Register share of total power ........................ about 45%
  Switching part of the total power ........................ between 20% and 30%

[Logic synthesis]
  Total of warnings raised by yosys ........................ 3
  Number of instances in the synthesized netlist ........................ 47
  Yosys stat cell total ........................ 47
  Post-synthesis adder-cell area fraction ........................ 0%
  Unique cell types ........................ 9
  Portion of netlist area occupied by mux cells ........................ 0%
  Synth Area in XOR/XNOR ........................ 35.9%
  Fraction of post-synthesis cell area in the top cell type by area ........................ between 40% and 50%
  Post-Syn Area ........................ roughly 490 sq um
  Mapped Avg Cell Area ........................ between 10 and 15 sq um
  Yosys simple share ........................ between 10% and 20%
  Portion of the post-synthesis area used by sequential elements ........................ 45.1%
  Biggest area consumer among synthesized cells ........................ sky130_fd_sc_hd__dfxtp_1
  Number of synthesized register bits ........................ 11
  Chip area from the yosys synthesis statistics ........................ around 490 sq um
  Biggest area cells ........................ sky130_fd_sc_hd__dfxtp_1 (45%), sky130_fd_sc_hd__xor2_1 (29%), sky130_fd_sc_hd__xnor2_1 (7.2%)
  Biggest combinational cell group after synthesis ........................ XOR/XNOR gates
  Synth Area in Compound Gates ........................ 0%

[Drt]
  Number of search-and-repair iterations in the first detailed-routing pass ........................ 2
  Routed WL ........................ between 1000 and 1500 um
  Wire per inst ........................ between 10 and 15 um
  Via count ........................ 430
  Average via count per standard cell ........................ approximately 3.4
  DRC violations left ........................ 0
  Detailed router's first-iteration violation count ........................ 7
  Inserted Diodes ........................ 0
  Count of antenna-violating nets left after detailed routing ........................ 0

[Layout]
  Non-filler instance count after layout ........................ between 100 and 150
  Relative area change from synthesis to final layout ........................ 76.9%
  Layout cells sized above 1 ........................ a little over a fifth
  Most instantiated logic cells after routing ........................ sky130_fd_sc_hd__xor2_1 (16), sky130_fd_sc_hd__dlygate4sd2_1 (13), sky130_fd_sc_hd__dfxtp_1 (11)
  Utilization after layout ........................ around a quarter
  Most common library cell in the layout ignoring fill and taps ........................ sky130_fd_sc_hd__xor2_1

[Final timing]
  Maximum frequency from static timing analysis ........................ approximately 0.43 GHz
  Post-layout period usage ........................ 97.4%
  Worst max-slew margin expressed relative to the limit ........................ 85.0%
  Final Hold Slack ........................ 0.398 ns
  Sum of negative setup slack ........................ 0 ns
  Max Transition Viols Final ........................ 0
  RSZ-0062 raised after global routing ........................ false
  Least-Margin Pin Slew ........................ approximately 0.22 ns
  Final setup viols ........................ 0
  Final Critical Period ........................ ~2.3 ns
  Final count of hold timing violations ........................ 0
  Worst Skew ........................ around 0.00038 ns

[Flow run]
  Number of warnings in the stage logs ........................ 26
  Number of maximum-capacitance constraint violations ........................ 0

[Setup path]
  Worst Setup Start Kind ........................ input port
  Endpoint kind of the worst setup timing path ........................ primary output
  Worst setup path class ........................ input port to primary output
  Data arrival time of the critical path ........................ about 1.9 ns
  Register-to-register path setup slack ........................ 1.93 ns
  Maximum fanout encountered on the critical timing path ........................ 2
  CP Data Required Time ........................ ~1.9 ns

[Worst hold path]
  Class of the most critical hold timing path ........................ flop to flop

[Run status]
  Run status ........................ completed

[Placed design]
  Number of buffers inserted by port buffering ........................ 20
  DP HPWL ........................ between 1000 and 1500 um
  Count of placed standard cells including taps ........................ between 100 and 150
  Placer's final routability congestion estimate ........................ 0.783

----------------------------------------------------
[final timing paths]
kind,from,endpoint,cells after the start
setup / recovery,regReadNum1[4],forwardB[1],6
hold / removal,regsWriteNum[1][0],regsWriteNum[2][0],0
setup reg to reg,regsWriteNum[1][1],regsWriteNum[2][1],0
hold reg to reg,regsWriteNum[1][0],regsWriteNum[2][0],0
[flip-flops by register name, summed over array words and instances, names as in the netlist]
name	count
regsWriteNum	10
flushing	1
[worst max-delay path, cell delays in order]
cell                            delay [ns]
sky130_fd_sc_hd__dlygate4sd2_1        0.24
sky130_fd_sc_hd__or4_4                0.55
sky130_fd_sc_hd__nor2_4               0.12
sky130_fd_sc_hd__nor3_1               0.05
sky130_fd_sc_hd__and3_1               0.16
sky130_fd_sc_hd__dlygate4sd2_1        0.25
[through the flow]
stage	total power, W	setup slack [ns]	instance area, sq um
3_3_place_gp	0.000283	-0.279	816
2_1_floorplan	0.000232	0.628	488
6_report	0.000454	0.0622	863
5_1_grt	0.000478	0.00108	863
3_5_place_dp	0.000283	-0.285	816
4_1_cts	0.000457	0.0393	863
[final cells by class]
cell class | count | area, sq um
multi-input combinational | 36 | 287
sequential | 11 | 220
clock buffer | 4 | 45.0
timing repair buffer | 29 | 251
tap | 48 | 60.1
fill | 398 | 2770
[kinds of logic after synthesis]
| group | Yosys count |
|---|---|
| xor+xnor | 20 |
| simple gates | 16 |
| flops | 11 |
[cell usage after synthesis (all sizes together)]
master  instances
and3            2
or4             2
xnor2           4
nand3           2
nor3            6
xor2           16
nor2            2
dfxtp          11
nor4            2
[timing repair]
action                     in CTS  in global routing
setup endpoints to repair       4                  1
gates resized                  17                  0
pin swaps                      11                  1
[power groups by stage]
stage | Sequential, W | Combinational (W) | Clock [W]
global route | 0.000205 | 0.0000808 | 0.000193
CTS | 0.000204 | 0.0000728 | 0.000181
finish | 0.000204 | 0.0000731 | 0.000177
[routing by layer]
layer	wire length, um	GRT usage [%]
met1	768	6.58
met2	355	4.30
met3	172	2.67
met4	8	0.692
met5	0	0
Power figures rest on the tool's default switching activity, not on a simulated workload.
